==> /design/flow/config.mk <==
export PLATFORM = sky130hd
export DESIGN_NAME = AddSubModule
export DESIGN_NICKNAME = AddSubModule
export VERILOG_FILES = /design/flow/design.v
export SDC_FILE = /design/flow/constraint.sdc
export NUM_CORES = 4
export LEC_CHECK = 1
export CORE_UTILIZATION = 50
==> /design/flow/constraint.sdc <==
current_design AddSubModule

set clk_period 52.0
set clk_io_pct 0.2

create_clock -name clk0 -period $clk_period [get_ports {clk}]

set non_clock_inputs [all_inputs -no_clocks]
set_input_delay [expr $clk_period * $clk_io_pct] -clock clk0 $non_clock_inputs
set_output_delay [expr $clk_period * $clk_io_pct] -clock clk0 [all_outputs]
==> /design/flow/design.v <==
module AddSubModule (fromASBus, fleg, dataInBus, clk, RW, enable, matDecide, add1Sub0);
    output [255:0] fromASBus;
    output fleg;
    input [255:0] dataInBus;
	input RW, enable, clk, matDecide, add1Sub0;
    reg [255:0] fromASBus;
    reg fleg;
    reg [255:0] regOut;
    reg [15:0] in1_matMerc[3:0][3:0];
    reg [15:0] in2_matCol[3:0][3:0];
    reg [15:0] out_matTatami[3:0][3:0];
    reg [3:0] i;
    reg [3:0] j;
    reg [3:0] k;
    initial
    begin
        fleg = 0;
        for(i=0;i<4;i=i+1)
        begin
            for(j=0;j<4;j=j+1)
            begin
                out_matTatami[i][j] = 0;
            end
        end
    end
	always @ (negedge clk)
	begin
		if (fleg == 1)
		begin
			fleg = 0;
		end
	end
    always @ (posedge clk)
    begin
		if(enable == 1 && RW == 1 && matDecide == 0)	
		begin
            for(i=0;i<4;i=i+1)
            begin
                for(j=0;j<4;j=j+1)
                begin
                    out_matTatami[i][j] = 0;
                end
            end
			for(i=0;i<4;i=i+1)
			begin
				for(j=0;j<4;j=j+1)
				begin
					in1_matMerc[i][j] = dataInBus[i*64+16*j+:16];
				end
			end
			fleg = 1;
		end
		if (enable == 1 && RW == 1 && matDecide == 1)
		begin	
			for(i=0;i<4;i=i+1)
			begin
				for(j=0;j<4;j=j+1)
				begin
					in2_matCol[i][j] = dataInBus[i*64+16*j+:16];
				end
			end
            if(add1Sub0 == 1)
            begin
                for(i=0;i<4;i=i+1)
                begin
                    for(j=0;j<4;j=j+1)
                    begin
                        out_matTatami[i][j] = out_matTatami[i][j] + (in1_matMerc[i][j] + in2_matCol[i][j]);
                    end
                end
            end            
            if(add1Sub0 == 0)
            begin
                for(i=0;i<4;i=i+1)
                begin
                    for(j=0;j<4;j=j+1)
                    begin
                        out_matTatami[i][j] = out_matTatami[i][j] + (in1_matMerc[i][j] - in2_matCol[i][j]);
                    end
                end
            end
			for(i = 0;i<4;i = i +1)
			begin
				for(j=0;j<4;j = j +1)
				begin
					regOut[i*64+16*j+:16] = out_matTatami[i][j];
				end
			end
            fleg = 1;
		end
		if (enable == 1 && RW == 0)
		begin			
			fromASBus = regOut;
			fleg = 1;
		end
	end
endmodule
==> /design/flow/run.sh <==
#!/bin/bash
# OpenROAD 26Q1-2900-gdf79404cd8, Yosys 0.63+post, stock flow scripts
make -C /OpenROAD-flow-scripts/flow DESIGN_CONFIG=/design/flow/config.mk WORK_HOME=/design/flow/orfs finish
==> flow_metrics.py <==
# Metrics from the implementation run
metrics = {
    "drt": {
        "wl_per_cell_um": 17.7,
        "drc": 0,
        "drtPass1Iterations": 6,
        "ant_nets": 0,
        "num_vias": 54896,
        "totalWireLength_mm": 184,
        "drt_iter0_drc": 2629,
        "vias_per_cell": 5.28,
    },
    "clock_network": {
        "numCtsBuffers": 116,
        "cts_root_buf": "clkbuf_16",
        "clock_path_buffers": 3,
        "ctsResizeCount": 0,
        "h-tree-depth": 3,
        "clock-sinks": 1024,
        "tritoncts": "done",
        "clk_latency_ns": 0.73,
        "clk_pin_slew_worst_paths_ns": 0.06,
        "post_cts_buffers": 0,
        "ctsHoldBuffers": 0,
    },
    "power_and_ir_drop": {
        "worst_ir_drop_vdd_mv": 0.0376,
        "sw_frac_of_total": 0.439,
        "power.leakage_nw": 39.5,
        "p_per_area_nw_per_um2": 71.3,
        "pwr-share-seq": 0.207,
        "power.share.clock": 0.146,
        "power.internal_mw": 3.24,
        "power_switching_mw": 2.54,
        "power_mw": 5.79,
        "comb_power_share": 0.647,
    },
    "final_layout": {
        "stdcell_area_um2": 81200,
        "fillers": 12064,
        "area_growth_pct": 15.7,
        "final_cell_mix": "nand2_1, inv_1, dfxtp_1, o21ai_0, clkdlybuf4s50_1",
        "final_common_cell": "nand2_1",
        "drive_gt1_frac": 0.0392,
    },
    "setup_path": {
        "critical_path.slowest_cell": "a2111oi_0",
        "rr_worst_depth": 23,
        "crit-reg2reg-launch": "in1_matMerc[8][1]",
        "cp_data_arrival_time_ns": 18.89,
        "critPathLaunchType": "input pin",
        "cp-end-kind": "register",
        "cp_max_fo": 58,
        "max_stage_delay_ns": 0.76,
        "rrSetupSlack_ns": 45.92,
        "worstPathRequired_ns": 52.47,
        "crit_top_cell": "buf_4",
        "critPathLaunch": "RW",
        "reg2reg_to": "fromASBus[126]",
        "worst-setup-path-type": "input pin to register",
    },
    "logic_synthesis": {
        "async_flop_share": 0,
        "avgSynthCellArea_um2": 8.77,
        "yosys_most_used_dff": "dfxtp_1",
        "syn_area_um2": 70200,
        "synth.distinct_cells": 103,
        "ys_ff": 1024,
        "yosys-stat-area_um2": 70200,
        "top_area_cell": "dfxtp_1",
        "edf_count": 256,
        "area_leaders": "dfxtp_1, fa_1, edfxtp_1",
        "ys_cells": 7999,
        "ys.warnings.count": 6,
        "top_area_frac": 0.219,
        "postSynthCellCount": 7999,
        "synth_seq_share": 0.329,
    },
    "place": {
        "port_buffers": 516,
        "dpl-instance-area_um2": 77200,
        "hpwl_mm": 137,
        "place.gp.congestion": 0.934,
        "preCtsSetupSlack_ns": 32.91,
    },
    "min_path": {
        "min_from": "out_matTatami[13][14]",
        "hold_path.class": "register to register",
        "hold_depth": 2,
        "min_to": "out_matTatami[13][14]",
    },
    "flow_run": {
        "cap_viol_max_count": 0,
        "warnings": 29,
    },
    "global_routing": {
        "grt_pass1_wl_mm": 294,
        "first_global_vias": 54330,
        "grt_use_total": 0.279,
        "antenna_found_initial": 22,
        "grt_overflow": 0,
        "grt_max_degree": 140,
    },
    "timing": {
        "fin_ws_ns": 33.58,
        "fin_skew_ns": 0.0215,
        "fin_crit_sh": 0.354,
        "slew_viol_final": 0,
        "timing.hold.ws_ns": 0.439,
        "clock.fmax_mhz": 54.3,
        "worst_pin_slew_ns": 0.916,
        "relSlewSlack": 0.373,
        "rsz0062_at_grt": "false",
        "finalSetupViolCount": 0,
        "setup-tns-final_ns": 0,
        "period_minus_slack_ns": 18.42,
        "hold_viol": 0,
    },
    "die": {
        "die_h_um": 377,
        "chipArea_um2": 142000,
        "ioPinCount": 518,
        "core_um2": 139000,
        "num_rows": 137,
        "fp-utilization": 0.504,
        "dieWidth_um": 377,
    },
    "status": {
        "run_status": "complete, no violations",
    },
}
[per-stage QoR]
step                       util  instances
after floorplan               -       7999
after global placement    0.554      10184
after detailed placement  0.554      10184
after CTS                 0.582      10403
after global routing      0.582      10404
final                     0.582      10405
[sequential cells by signal, indices dropped and copies added (netlist names)]
name and flops:
fromASBus 256, in1_matMerc 256, out_matTatami 256, regOut 256
[logic make-up (layout without fill, tap and decap cells)]
family	count (synthesis)	count (layout)	share of synthesized area
other	1	3	0.0000534
AOI/OAI and AO/OA	1844	1844	0.171
xor gates and xnor gates	362	362	0.0461
DFF	1024	1024	0.329
buffers and inverters	1319	1847	0.0709
muxes	73	73	0.0108
adders and majority gates	976	976	0.227
and+or+nand+nor	2400	2400	0.145
[cell usage after synthesis (16+ instances only)]
master and instances:
o21a_1 97, o21bai_1 45, clkbuf_1 234, nand2b_1 53
nor2b_1 29, dfxtp_1 768, a21boi_0 38, or3_1 54
mux2i_1 52, nor3_1 102, nand3_1 122, a31oi_1 47
inv_1 1050, a21o_1 328, a211oi_1 52, o21ai_0 552
o211ai_1 63, nand2_1 1592, a22o_1 53, and3_1 35
edfxtp_1 256, ha_1 480, mux2_2 21, a41oi_1 16
a21oi_1 318, o31ai_1 43, and2_1 41, fa_1 496
xor2_1 148, buf_1 27, a211o_1 26, xnor2_1 209
nor2_1 279
[worst max-delay path: cells and delay by family]
family | cells | cell delay [ns]
buf+inv | 8 | 3.41
compound gates | 8 | 2.10
fa+ha+maj | 4 | 1.61
xor+xnor | 2 | 0.26
simple gates | 7 | 0.98
[how the worst max path moves through the flow]
stage / slack [ns] / depth (start not counted) / end
finish: 33.58 / 29 / fromASBus[223]
global route: 33.04 / 29 / fromASBus[223]
CTS: 33.67 / 29 / fromASBus[223]
[per-layer routing]
metal,up-vias,track usage,share of wire
li1,27580,-,-
met1,25774,0.416,0.44
met2,1265,0.417,0.44
met3,241,0.0974,0.092
met4,36,0.0486,0.022
met5,-,0.000343,0.0012
[power groups by stage]
stage	sequential [mW]	combinational (mW)	clock (mW)
4_1_cts	1.20	3.75	0.868
6_report	1.20	3.75	0.847
5_1_grt	1.22	4.27	0.899
[area by class of cell]
class                   instances  area (um2)  area share
flip-flops and latches       1024       23100       0.284
diodes                          2        5.00   0.0000617
repair buffers                577        5650      0.0696
clock inverters                52         538     0.00663
well taps                    1876        2350      0.0289
clock buffers                 167        3420      0.0421
multi-input cells            5656       42200       0.520
inverters                    1051        3950      0.0487
No activity file was given, so power comes from the tool's default toggle rates.
